## /design/flow/config.mk

```make
export PLATFORM = sky130hd
export DESIGN_NAME = pong_top_an
export DESIGN_NICKNAME = pong_top_an
export VERILOG_FILES = /design/flow/design.v
export SDC_FILE = /design/flow/constraint.sdc
export NUM_CORES = 4
export LEC_CHECK = 1
export CORE_UTILIZATION = 50
export SYNTH_HDL_FRONTEND = slang
```

## /design/flow/constraint.sdc

```tcl
current_design pong_top_an

set clk_period 1.6
set clk_io_pct 0.2

create_clock -name clk0 -period $clk_period [get_ports {clk}]

set non_clock_inputs [all_inputs -no_clocks]
set_input_delay [expr $clk_period * $clk_io_pct] -clock clk0 $non_clock_inputs
set_output_delay [expr $clk_period * $clk_io_pct] -clock clk0 [all_outputs]
```

## /design/flow/design.v

```verilog
`timescale 1ns / 1ps
module pong_top_an
   (
    input wire clk, reset, reset_clk,
    input wire [1:0] btn,
    output wire hsync, vsync,
    output wire [11:0] rgb
   );
   wire [9:0] pixel_x, pixel_y;
   wire video_on, pixel_tick;
   reg [11:0] rgb_reg;
   wire [11:0] rgb_next;
   wire clk_50m;
   clk_50m_generator myclk(clk, reset_clk, clk_50m);
   vga_sync vsync_unit
      (.clk(clk_50m), .reset(reset), .hsync(hsync), .vsync(vsync),
       .video_on(video_on), .p_tick(pixel_tick),
       .pixel_x(pixel_x), .pixel_y(pixel_y));
   pong_graph_animate pong_graph_an_unit
      (.clk(clk_50m), .reset(reset), .btn(btn),
       .video_on(video_on), .pix_x(pixel_x),
       .pix_y(pixel_y), .graph_rgb(rgb_next));
   always @(posedge clk_50m)
      if (pixel_tick)
         rgb_reg <= rgb_next;
   assign rgb = rgb_reg;
endmodule
module clk_50m_generator(clk, reset_clk, clk_50m);
    input wire clk, reset_clk;
    output wire clk_50m;
    reg [1:0] counter;  
    reg clk_reg;
    wire clk_next;
    always @(posedge clk, posedge reset_clk)
          if (reset_clk)
             begin
                clk_reg <= 1'b0;
             end
          else
             begin
                clk_reg <= clk_next;
             end
       assign clk_next = ~clk_reg;
       assign clk_50m = clk_reg;
endmodule
module pong_graph_animate
   (
    input wire clk, reset,
    input wire video_on,
    input wire [1:0] btn,
    input wire [9:0] pix_x, pix_y,
    output reg [11:0] graph_rgb
   );
   localparam MAX_X = 640;
   localparam MAX_Y = 480;
   wire refr_tick;
   localparam WALL_X_L = 0;
   localparam WALL_X_R = 600;
   localparam WALL_Y_T = 32;
   localparam WALL_Y_B = 35;
   localparam BAR_Y_T = 450;
   localparam BAR_Y_B = 453;
   wire [9:0] bar_x_l, bar_x_r;
   localparam BAR_X_SIZE = 72;
   reg [9:0] bar_x_reg, bar_x_next;
   localparam BAR_V = 4;
   localparam BALL_SIZE = 8;
   wire [9:0] ball_x_l, ball_x_r;
   wire [9:0] ball_y_t, ball_y_b;
   reg [9:0] ball_x_reg, ball_y_reg;
   wire [9:0] ball_x_next, ball_y_next;
   reg [9:0] x_delta_reg, x_delta_next;
   reg [9:0] y_delta_reg, y_delta_next;
   localparam BALL_V_P = 2;
   localparam BALL_V_N = -2;
   wire [2:0] rom_addr, rom_col;
   reg [7:0] rom_data;
   wire rom_bit;
   wire wall_on, bar_on, sq_ball_on, rd_ball_on;
   wire [11:0] wall_rgb, bar_rgb, ball_rgb;
   always @*
   case(rom_addr)
    3'h0: rom_data = 8'b00011000;    
    3'h1: rom_data = 8'b00111100;    
    3'h2: rom_data = 8'b01111110;    
    3'h3: rom_data = 8'b11111111;    
    3'h4: rom_data = 8'b11111111;    
    3'h5: rom_data = 8'b01111110;    
    3'h6: rom_data = 8'b00111100;    
    3'h7: rom_data = 8'b00011000;    
    endcase
   always @(posedge clk, posedge reset)
      if (reset)
         begin
            bar_x_reg <= 0;
            ball_x_reg <= 0;
            ball_y_reg <= 0;
            x_delta_reg <= 10'h004;
            y_delta_reg <= 10'h004;
         end
      else
         begin
            bar_x_reg <= bar_x_next;
            ball_x_reg <= ball_x_next;
            ball_y_reg <= ball_y_next;
            x_delta_reg <= x_delta_next;
            y_delta_reg <= y_delta_next;
         end
   assign refr_tick = (pix_y==481) && (pix_x==0);
   assign wall_on = (WALL_Y_T<=pix_y) && (pix_y<=WALL_Y_B);
   assign wall_rgb = 12'hF0F;  
   assign bar_x_l = bar_x_reg;
   assign bar_x_r = bar_x_l + BAR_X_SIZE - 1;
   assign bar_on = (BAR_Y_T<=pix_y) && (pix_y<=BAR_Y_B) &&
                   (bar_x_l<=pix_x) && (pix_x<=bar_x_r);
   assign bar_rgb = 12'h0F4;  
   always @*
   begin
      bar_x_next = bar_x_reg;  
      if (refr_tick)
         if (btn[1] & (bar_x_r < (MAX_X-1-BAR_V)))
            bar_x_next = bar_x_reg + BAR_V;  
         else if (btn[0] & (bar_x_l > BAR_V))
            bar_x_next = bar_x_reg - BAR_V;  
   end
   assign ball_x_l = ball_x_reg;
   assign ball_y_t = ball_y_reg;
   assign ball_x_r = ball_x_l + BALL_SIZE - 1;
   assign ball_y_b = ball_y_t + BALL_SIZE - 1;
   assign sq_ball_on =
            (ball_x_l<=pix_x) && (pix_x<=ball_x_r) &&
            (ball_y_t<=pix_y) && (pix_y<=ball_y_b);
   assign rom_addr = pix_y[2:0] - ball_y_t[2:0];
   assign rom_col = pix_x[2:0] - ball_x_l[2:0];
   assign rom_bit = rom_data[rom_col];
   assign rd_ball_on = sq_ball_on & rom_bit;
   assign ball_rgb = 12'h000;    
   assign ball_x_next = (refr_tick) ? ball_x_reg+x_delta_reg :
                        ball_x_reg ;
   assign ball_y_next = (refr_tick) ? ball_y_reg+y_delta_reg :
                        ball_y_reg ;
   always @*
   begin
      x_delta_next = x_delta_reg;
      y_delta_next = y_delta_reg;
      if (ball_x_l < 1)  
         x_delta_next = BALL_V_P;
      else if (ball_x_r > (MAX_X-1))  
         x_delta_next = BALL_V_N;
      else if (ball_y_t <= WALL_Y_B)  
         y_delta_next = BALL_V_P;     
      else if ((BAR_Y_T<=ball_y_b) && (ball_y_b<=BAR_Y_B) &&
               (bar_x_l<=ball_x_r) && (ball_x_l<=bar_x_r))
         y_delta_next = BALL_V_N;
   end
   always @*
      if (~video_on)
         graph_rgb = 12'h000;  
      else
         if (wall_on)
            graph_rgb = wall_rgb;
         else if (bar_on)
            graph_rgb = bar_rgb;
         else if (rd_ball_on)
            graph_rgb = ball_rgb;
         else
            graph_rgb = 12'hfff;  
endmodule
module vga_sync
   (
    input wire clk, reset,
    output wire hsync, vsync, video_on, p_tick,
    output wire [9:0] pixel_x, pixel_y
   );
   localparam HD = 640;  
   localparam HF = 48 ;  
   localparam HB = 16 ;  
   localparam HR = 96 ;  
   localparam VD = 480;  
   localparam VF = 10;   
   localparam VB = 29;   
   localparam VR = 2;    
   reg mod2_reg;
   wire mod2_next;
   reg [9:0] h_count_reg, h_count_next;
   reg [9:0] v_count_reg, v_count_next;
   reg v_sync_reg, h_sync_reg;
   wire v_sync_next, h_sync_next;
   wire h_end, v_end, pixel_tick;
   always @(posedge clk, posedge reset)
      if (reset)
         begin
            mod2_reg <= 1'b0;
            v_count_reg <= 0;
            h_count_reg <= 0;
            v_sync_reg <= 1'b0;
            h_sync_reg <= 1'b0;
         end
      else
         begin
            mod2_reg <= mod2_next;
            v_count_reg <= v_count_next;
            h_count_reg <= h_count_next;
            v_sync_reg <= v_sync_next;
            h_sync_reg <= h_sync_next;
         end
   assign mod2_next = ~mod2_reg;
   assign pixel_tick = mod2_reg;
   assign h_end = (h_count_reg==(HD+HF+HB+HR-1));
   assign v_end = (v_count_reg==(VD+VF+VB+VR-1));
   always @*
      if (pixel_tick)   
         if (h_end)
            h_count_next = 0;
         else
            h_count_next = h_count_reg + 1;
      else
         h_count_next = h_count_reg;
   always @*
      if (pixel_tick & h_end)
         if (v_end)
            v_count_next = 0;
         else
            v_count_next = v_count_reg + 1;
      else
         v_count_next = v_count_reg;
   assign h_sync_next = (h_count_reg>=(HD+HB) &&
                         h_count_reg<=(HD+HB+HR-1));
   assign v_sync_next = (v_count_reg>=(VD+VB) &&
                         v_count_reg<=(VD+VB+VR-1));
   assign video_on = (h_count_reg<HD) && (v_count_reg<VD);
   assign hsync = h_sync_reg;
   assign vsync = v_sync_reg;
   assign pixel_x = h_count_reg;
   assign pixel_y = v_count_reg;
   assign p_tick = pixel_tick;
endmodule
```

## /design/flow/run.sh

```bash
#!/bin/bash
# OpenROAD 26Q1-2900-gdf79404cd8, Yosys 0.63+post, stock flow scripts
make -C /OpenROAD-flow-scripts/flow DESIGN_CONFIG=/design/flow/config.mk WORK_HOME=/design/flow/orfs finish
```

==> deck_impl_summary.md <==
Flow Results at a Glance

Run status
  • Outcome: completed

Setup path
  • Maximum single-stage delay on the critical path: 0.39 ns
  • Setup crit start kind: primary input
  • Worst R2R Path Depth: 1
  • Cell with the largest stage delay on the worst path: clkdlybuf4s50_1
  • Reg2Reg Launch Point: myclk.clk_50m
  • Setup slack of the most critical reg-to-reg path: 1.12 ns
  • Element type at the critical path end: asynchronous set/reset pin
  • Critical path cell sequence: clkdlybuf4s50_1 -> inv_1
  • Critical path class: primary input to asynchronous set/reset pin
  • Arrival time reported for the critical path endpoint: 0.77 ns
  • Worst Path Required: 1.82 ns
  • Critical Path Fanout Max: 1
  • Reg-to-reg endpoint: myclk.clk_50m
  • Number of buffer and inverter stages on the critical path: 2
  • Gate family responsible for the most delay along the worst path: buffers and inverters

Route
  • Detailed-route vias per instance: 5.81
  • TritonRoute pass-1 iters: 4
  • Via Count: 4606
  • Post-route ant nets: 0
  • Number of violations reported at the end of detailed-routing iteration 0: 269
  • Routed wirelength normalized by instance count: 16.1 µm
  • Final antenna diode count: 0
  • Routed wire length: 12800 µm
  • Post-route DRC violation count: 0

Final timing
  • Final worst setup slack: 1.05 ns
  • Rel. slew slack: 38.4%
  • Setup repair after global routing missed its margin: no
  • Fin. max-slew vios: 0
  • Maximum clock frequency: 1800 MHz
  • Setup Viol. Count Final: 0
  • Final Hold Violating Endpoints: 0
  • Post-layout period usage of the worst path: 34.6%
  • Number of unconstrained endpoints: 75
  • Time the final worst path needs with I/O delays and setup: 0.554 ns
  • Pin slew with the least headroom to its limit: 0.915 ns
  • Count of unclocked register or latch pins: 58
  • Fin Clk Skew: 0 ns
  • Total Neg Setup Slack: 0 ns

Yosys
  • Yosys warning tally: 0
  • Number of synthesized flops with an enable pin: 3
  • Register area share after synthesis: 26.0%
  • Post-Synthesis Cell Area: 5750 µm²
  • Share of Yosys cell area claimed by the top area cell type: 23.5%
  • Cell count listed in synth_stat.txt: 663
  • Dominant cell by count in the synthesized netlist: ha_1
  • Post-synth ARST share: 94.9%
  • Total of flip-flops plus latches after synthesis: 59
  • Average instance area after synthesis: 8.67 µm²
  • Prevailing post-synth register cell: dfrtp_1
  • Yosys chip area: 5750 µm²
  • Synth top area cells: dfrtp_1 24%, ha_1 20%, xnor2_1 6.4%, o21ai_0 4.2%, a21oi_1 3.4%
  • Biggest area consumer among synthesized cells: dfrtp_1
  • Most instantiated cells after synthesis: 90 x ha_1, 54 x dfrtp_1, 52 x inv_1, 52 x nand2_1, 48 x o21ai_0
  • Number of distinct standard cells referenced by the synthesized netlist: 71
  • Post-Syn Instances: 663

Final layout
  • Area growth from synthesis to layout: 3.64%
  • Number of filler instances in the final layout: 997
  • Post-Layout Inst Area: 5960 µm²
  • Layout cells sized above 1: 4.59%

GRT
  • Global route total overflow: 0
  • Global-route wire length before repair: 21300 µm
  • Number of global-route vias before repair: 4112
  • Maximum number of pins on one net before global-route repair: 59
  • Antenna violations before repair: 0
  • Total global routing track utilization: 23.3%

Floorplanning
  • Starting density of the core: 52.1%
  • Overall die width: 109 µm
  • Die Outline Area: 11900 µm²
  • Core area: 11000 µm²
  • Io pins: 19
  • Cell row count: 38
  • Height of the die: 109 µm

Min path
  • Number of instances on the worst hold path: 1
  • Hold EP: myclk.clk_50m
  • Hold crit path type: register to register
  • Hold path startpoint: myclk.clk_50m

Place
  • Detailed Place HPWL: 9930 µm
  • Final estimated routing congestion in global placement: 0.875
  • Count of input and output buffers: 18
  • Post-Place Cell Area: 5960 µm²
  • Post-placement setup slack: 1.04 ns

Power and ir drop
  • Power per Cell Area: 12.9 nW/µm²
  • Leakage power figure: 2.56 nW
  • Worst supply voltage drop on vdd: 0.109 mV

Clock network
  • Number of buffers added for setup after CTS: 0
  • Worst-skew pair later-pin latency: 0 ns
  • Number of gates resized after cts: 0
  • Number of hold buffers added after CTS: 0
  • Clock transition at the registers of the reported paths: 0 ns

Flow run
  • Max-cap violation count: 0
  • Warning total across the stage logs: 40
[logic make-up after synthesis]
group                      synth area share [%]
adders and majority gates                  20.9
muxes                                      1.11
DFF                                        26.0
xor gates and xnor gates                   9.32
AOI/OAI and AO/OA                          18.2
and+or+nand+nor                            18.0
buffers and inverters                      6.55
[layout make-up]
class                   count  area [µm²]  area share, %
flip-flops and latches     59        1490           25.1
repair buffers             21         203           3.40
multi-input cells         518        3880           65.1
inverters                  55         208           3.49
well taps                 140         175           2.94
[metrics by stage]
step	std cells	util [%]	hold slack, ns	power [mW]
6_report	793	54.0	0.408	0.0767
5_1_grt	793	54.0	0.441	0.0854
4_1_cts	793	54.0	0.413	0.0802
3_5_place_dp	793	54.0	0.412	0.0801
3_3_place_gp	793	54.0	0.406	0.0797
2_1_floorplan	663	-	0.0487	0.0567
[worst max path at each step]
stage | cells after the start | to | start | slack [ns]
after CTS | 2 | myclk.clk_50m | reset_clk | 1.04
after global routing | 2 | myclk.clk_50m | reset_clk | 1.02
final | 2 | myclk.clk_50m | reset_clk | 1.05
[routing by layer]
metal / up-vias / global-route usage, % / wire length [µm]
li1: 2359 / - / -
met1: 2160 / 40.3 / 6800
met2: 79 / 34.7 / 5530
met3: 8 / 0.0609 / 368
met4: 0 / 0.952 / 63
met5: - / 0 / 0
[placed cells by master (no fill, tap or decap), drive strengths merged, types with 3 or more instances in the layout]
master / synthesis / routed
edfxtp: 3 / 3
and2: 3 / 3
nand2: 52 / 52
maj3: 3 / 3
nand3: 20 / 20
a21oi: 40 / 40
a32oi: 3 / 3
nand4: 17 / 17
ha: 90 / 90
a2111oi: 4 / 4
xor2: 14 / 14
o21a: 3 / 3
a21o: 10 / 10
or4: 5 / 5
a31o: 3 / 3
buf: 17 / 3
o31ai: 10 / 10
a41oi: 3 / 3
nor2b: 9 / 9
nor2: 39 / 39
o21ai: 54 / 54
dfrtp: 54 / 54
inv: 54 / 54
mux2i: 3 / 3
nor4: 11 / 11
or3: 8 / 8
nor3: 15 / 15
nand2b: 11 / 11
clkdlybuf4s50: 0 / 18
and3: 4 / 4
mux2: 3 / 3
xnor2: 42 / 42
[power by group]
part	switching (mW)	internal, mW	total (mW)
combinational	0.0372	0.0147	0.0520
sequential	0	0.0248	0.0248
clock	0	0	0
Power and IR drop assume default switching activity.
